**./run.sh**
```bash
#!/bin/bash
# OpenROAD 26Q1-2900-gdf79404cd8, Yosys 0.63+post, stock flow scripts
make -C /OpenROAD-flow-scripts/flow DESIGN_CONFIG=/design/flow/config.mk WORK_HOME=/design/flow/orfs finish
```
**./config.mk**
```make
export PLATFORM = sky130hd
export DESIGN_NAME = sd
export DESIGN_NICKNAME = sd
export VERILOG_FILES = /design/flow/design.v
export SDC_FILE = /design/flow/constraint.sdc
export NUM_CORES = 4
export LEC_CHECK = 1
export CORE_AREA = 10 10 70 70
export DIE_AREA = 0 0 80 80
```
**./constraint.sdc**
```tcl
current_design sd

set clk_period 3.0
set clk_io_pct 0.2

create_clock -name clk0 -period $clk_period

set non_clock_inputs [all_inputs -no_clocks]
set_input_delay [expr $clk_period * $clk_io_pct] -clock clk0 $non_clock_inputs
set_output_delay [expr $clk_period * $clk_io_pct] -clock clk0 [all_outputs]
```
**./design.v**
```verilog
module sd(
    input [3:0] n1,
    input [3:0] n2,
    input [0:0] check,
    output reg [3:0] out
);
    always @(n1 or n2) begin
        if(check==0) begin
            out = n1+n2;
        end
        else begin
            out = n1-n2;
        end
    end
endmodule
```
==> flow_summary.html <==
<h2>Implementation results</h2>
<table>
<tr><th>Metric</th><th>Value</th></tr>
<tr><th colspan="2">Status</th></tr>
<tr><td>Run status</td><td>complete, no violations</td></tr>
<tr><th colspan="2">STA</th></tr>
<tr><td>Post-route minimum period</td><td>2866 ps</td></tr>
<tr><td>Final-report setup violation count</td><td>0</td></tr>
<tr><td>Slew @ Worst Pin</td><td>158.0 ps</td></tr>
<tr><td>Final-report hold violation count</td><td>0</td></tr>
<tr><td>Total Neg Setup Slack</td><td>0 ps</td></tr>
<tr><td>Final Cycle Share</td><td>0.9554</td></tr>
<tr><td>Highest attainable clock frequency</td><td>348.9 MHz</td></tr>
<tr><td>Setup repair after global routing missed its margin</td><td>no</td></tr>
<tr><td>Max-Slew Margin vs Limit</td><td>0.8939</td></tr>
<tr><td>Min Hold Slack</td><td>1864 ps</td></tr>
<tr><td>Final number of max-transition violations</td><td>0</td></tr>
<tr><th colspan="2">Clock tree</th></tr>
<tr><td>Number of buffers inserted by hold repair at cts</td><td>0</td></tr>
<tr><th colspan="2">Drt</th></tr>
<tr><td>Violation count after the first detailed-routing iteration</td><td>0</td></tr>
<tr><td>Detailed-router iteration count before antenna repair</td><td>1</td></tr>
<tr><td>Via count of the routed design</td><td>206</td></tr>
<tr><td>Average routed wire per standard cell</td><td>roughly 6 um</td></tr>
<tr><td>Number of antenna diodes</td><td>0</td></tr>
<tr><td>Vias per std cell</td><td>2.368</td></tr>
<tr><td>Final wirelength</td><td>528 um</td></tr>
<tr><td>Antenna violation net count after detailed routing</td><td>0</td></tr>
<tr><td>DRC</td><td>0</td></tr>
<tr><th colspan="2">Global routing</th></tr>
<tr><td>GR Layer Usage met2</td><td>0.02729</td></tr>
<tr><td>Maximum number of pins on one net before global-route repair</td><td>3</td></tr>
<tr><td>Residual overflow from global routing</td><td>0</td></tr>
<tr><td>Wire length of the first global-routing pass</td><td>931 um</td></tr>
<tr><td>Number of antenna violations at the first check in global routing</td><td>0</td></tr>
<tr><td>Layer with the highest usage after global routing</td><td>met2</td></tr>
<tr><td>Total global-route track usage</td><td>0.01640</td></tr>
<tr><td>Met3 global-route usage</td><td>0.005682</td></tr>
<tr><td>Met1 usage</td><td>0.02112</td></tr>
<tr><td>Number of global-route vias before repair</td><td>~220</td></tr>
<tr><th colspan="2">Die</th></tr>
<tr><td>Ports placed on the boundary</td><td>13</td></tr>
<tr><td>Placeable core area</td><td>roughly 3400 sq um</td></tr>
<tr><td>Row count</td><td>21</td></tr>
<tr><td>Chip height</td><td>80 um</td></tr>
<tr><td>Horizontal die dimension</td><td>80 um</td></tr>
<tr><td>Overall chip area</td><td>6400 sq um</td></tr>
<tr><td>Core Density at Floorplan</td><td>0.05421</td></tr>
<tr><th colspan="2">Worst setup path</th></tr>
<tr><td>Type of destination of the critical path</td><td>output pin</td></tr>
<tr><td>Data required time at the worst endpoint</td><td>2400 ps</td></tr>
<tr><td>Critical Path AT</td><td>2270 ps</td></tr>
<tr><td>Startpoint class of the critical path</td><td>input pin</td></tr>
<tr><td>Critical path class</td><td>input pin to output pin</td></tr>
<tr><td>Maximum net fanout on the critical path</td><td>2</td></tr>
<tr><th colspan="2">Placed design</th></tr>
<tr><td>Inst Count DP</td><td>roughly 88</td></tr>
<tr><td>Final Wtd Congestion</td><td>~0.76</td></tr>
<tr><td>Number of buffer cells added on primary ports</td><td>13</td></tr>
<tr><td>Placed Instance Area</td><td>about 400 sq um</td></tr>
<tr><td>Detailed Place HPWL</td><td>493.3 um</td></tr>
<tr><th colspan="2">Synth</th></tr>
<tr><td>Netlist Area Pre-Place</td><td>roughly 190 sq um</td></tr>
<tr><td>Synthesized chip area reported by yosys</td><td>185.2 sq um</td></tr>
<tr><td>Total number of yosys warnings</td><td>1</td></tr>
<tr><td>Cell count listed in synth_stat.txt</td><td>24</td></tr>
<tr><td>Syn Area/Cell</td><td>7.716 sq um</td></tr>
<tr><td>Count of distinct cell types in the synthesized netlist</td><td>10</td></tr>
<tr><td>Sequential share of the synthesized area</td><td>0</td></tr>
<tr><td>Number of cells produced by synthesis</td><td>24</td></tr>
<tr><th colspan="2">Final layout</th></tr>
<tr><td>Most frequent cells in the layout</td><td>inv_1, clkdlybuf4s50_1, xnor2_1, ha_1, buf_4</td></tr>
<tr><td>Final Instance Area</td><td>between 400 and 500 sq um</td></tr>
<tr><td>Flip-flops</td><td>0</td></tr>
<tr><td>CLK BUF</td><td>0</td></tr>
<tr><td>Share of cells above drive strength 1</td><td>0.2439</td></tr>
<tr><td>Area used by sequential logic in the layout</td><td>0 sq um</td></tr>
<tr><td>Post-route insts no fill</td><td>87</td></tr>
<tr><td>Layout overhead on the synthesized area</td><td>119.6%</td></tr>
<tr><th colspan="2">Power and ir drop</th></tr>
<tr><td>Maximum VDD drop</td><td>roughly 18 uV</td></tr>
<tr><td>Power per standard cell area</td><td>175.3 nW/um^2</td></tr>
<tr><td>Total power consumption of the routed design</td><td>approximately 71 uW</td></tr>
<tr><td>Cell leakage power</td><td>a little under 0.0002 uW</td></tr>
<tr><th colspan="2">Flow run</th></tr>
<tr><td>Max-capacitance violation count</td><td>0</td></tr>
<tr><td>OpenROAD warnings</td><td>32</td></tr>
<tr><th colspan="2">Hold path</th></tr>
<tr><td>Classification of the worst-slack hold path</td><td>input pin to output pin</td></tr>
</table>
==> routing by layer <==
metal	part of all wire	vias to the layer above
li1	-	106
met5	0	-
met2	0.39	11
met3	0.17	0
met4	0	0
met1	0.44	89
==> per-stage QoR <==
stage | util | setup slack, ps
global placement | 0.1201 | -532.5
CTS | 0.1194 | 51.86
detailed placement | 0.1201 | -558.8
finish | 0.1190 | 133.7
floorplan | - | 541.4
global route | 0.1190 | 20.87
==> layout make-up <==
cell class         count  area (sq um)
multi-input cells     16         162.7
repair buffers        17         156.4
well taps             46         57.56
inverters              8         30.03
fillers              395          3009
==> final timing paths <==
path              start  endpoint  slack, ps  cells past startpoint
hold / removal    n2[1]    out[1]       1860                      6
setup / recovery  n2[0]    out[3]        130                     10
==> worst max-delay path, stage by stage <==
cell and delay (ps):
clkdlybuf4s15_2 180, inv_1 40, ha_1 260, mux2_4 290
inv_2 50, ha_1 210, a21o_1 170, a21oi_2 140
xnor2_1 130, clkdlybuf4s15_1 190
==> synthesized netlist by cell type <==
master / number / area share
inv_1: 8 / 0.16
ha_1: 4 / 0.27
xnor2_1: 4 / 0.19
nor2_1: 2 / 0.041
a21o_1: 1 / 0.041
a21oi_1: 1 / 0.027
fa_1: 1 / 0.11
mux2_2: 1 / 0.061
nor3_2: 1 / 0.054
xor2_1: 1 / 0.047
==> power breakdown <==
part           total [uW]  leakage [uW]  switching [uW]  internal, uW
clock                   0             0               0             0
sequential              0             0               0             0
combinational        71.3      0.000196            23.6          47.7
total                71.3      0.000196            23.6          47.7
==> what timing repair did <==
| item | CTS | global route |
|---|---|---|
| setup buffers | 0 | 0 |
| resized | 10 | 4 |
| gates cloned | 0 | 0 |
| pin swaps | 3 | 5 |
| setup endpoints to repair | 3 | 2 |
==> kinds of logic after synthesis <==
| kind of cell | Yosys count | share of synthesized area |
|---|---|---|
| simple gates | 3 | 0.09461 |
| fa+ha+maj | 5 | 0.3784 |
| compound gates | 2 | 0.06756 |
| mux | 1 | 0.06081 |
| buf+inv | 8 | 0.1622 |
| xor+xnor | 5 | 0.2365 |
No activity file was given, so power comes from the tool's default toggle rates.
