**/design/flow/run.sh**
```bash
#!/bin/bash
# OpenROAD 26Q1-2900-gdf79404cd8, Yosys 0.63+post, stock flow scripts
make -C /OpenROAD-flow-scripts/flow DESIGN_CONFIG=/design/flow/config.mk WORK_HOME=/design/flow/orfs finish
```
**/design/flow/config.mk**
```make
export PLATFORM = sky130hd
export DESIGN_NAME = MorraCinese
export DESIGN_NICKNAME = MorraCinese
export VERILOG_FILES = /design/flow/design.v
export SDC_FILE = /design/flow/constraint.sdc
export NUM_CORES = 4
export LEC_CHECK = 1
export CORE_AREA = 10 10 70 70
export DIE_AREA = 0 0 80 80
```
**/design/flow/design.v**
```verilog
module MorraCinese (
    input clk,                
    input reg[1:0] primo,     
    input reg[1:0] secondo,   
    input inizia,             
    output reg[1:0] manche,       
    output reg[1:0] partita,      
    output reg[3:0] stato
);
  	reg[4:0] n_manche;        
  	reg[4:0] count_manche;    
    reg[4:0] count1;          
    reg[4:0] count2;          
    reg[3:0] stato_prossimo;  
    reg[1:0] vincitore_prec;  
    reg[1:0] mossa_prec;      
    bit vantaggio_mag_1_2; 
  	bit vantaggio_mag_2_2;
    bit forza_fine;          
    bit mosse_valide;       
  	bit terminabile;
    always @(posedge clk) begin : UPDATE
        if(inizia) begin
            stato = 3'b000;                        
            n_manche = {primo, secondo} + 3'b100;  
            count1 = 5'b00000;                     
            count2 = 5'b00000;                     
            count_manche = 5'b00000;               
          	forza_fine = 1'b0;
          	mosse_valide = 1'b0;
          	terminabile = 1'b0;
          	vantaggio_mag_1_2 = 1'b0;
          	vantaggio_mag_2_2 = 1'b0;
        end else begin
            stato = stato_prossimo;                
        end
    end
  always @(count1, count2,count_manche,vincitore_prec,mossa_prec) begin : DATAPATH
    if(count_manche == n_manche) begin
        forza_fine = 1'b1;  
    end
    if(count_manche > 3) begin
      	terminabile = 1'b1;
   	end
    if(count1 >= (count2 + 2)) begin  
   		vantaggio_mag_1_2 = 1'b1;
    end else begin
      	vantaggio_mag_1_2 = 1'b0;
    end
    if(count2 >= (count1 + 2)) begin
      	vantaggio_mag_2_2 = 1'b1;
    end else begin
        vantaggio_mag_2_2 = 1'b0;
    end   
        case(vincitore_prec)
            2'b01:
                if(primo == mossa_prec) begin
                    mosse_valide <= 1'b0;
                end else begin
                    mosse_valide <= 1'b1;
                end
            2'b10:
                if(secondo == mossa_prec) begin
                    mosse_valide <= 1'b0;
                end else begin
                    mosse_valide <= 1'b1;
                end
            default:
                mosse_valide <= 1'b1; 
        endcase
    end
    always @(stato, primo, secondo, inizia) begin : FSM
        case (stato)
            3'b000:  begin 
              manche = 2'b00;             
         		partita = 2'b00;          
                stato_prossimo = 3'b011;  
            end
            3'b001:  
              if(inizia) begin
                manche = 2'b00;
                partita = 2'b00;
                stato_prossimo = 3'b000;
              end else if(forza_fine || (terminabile && vantaggio_mag_1_2)) begin
                manche = vincitore_prec;
                partita = 2'b01;
                stato_prossimo = 3'b100;
              end else begin
                if(mosse_valide) begin
                	if(primo == 2'b01 && secondo == 2'b11 ||
                         primo == 2'b10 && secondo == 2'b01 ||
                         primo == 2'b11 && secondo == 2'b10) begin
                         manche = 2'b01;
                         partita = 2'b00;
                         stato_prossimo = 3'b001;
               		 end else if(secondo == 2'b01 && primo == 2'b11 ||
                   		 secondo == 2'b10 && primo == 2'b01 ||
                         secondo == 2'b11 && primo == 2'b10) begin
                  		 manche = 2'b10;
                  	     partita = 2'b00;
                       if(vantaggio_mag_1_2) begin
                         stato_prossimo = stato;  
                       end else begin
                         stato_prossimo = 3'b011;  
                       end
                    end else if(primo == 2'b00 || secondo == 2'b00) begin
                        manche = 2'b00;
                        partita = 2'b00;
                        stato_prossimo = 3'b001;
                    end else begin
                        manche = 2'b11;
                        partita = 2'b00;
                        stato_prossimo = 3'b001;
                    end
                end else begin
                  manche = 2'b00;
                  partita = 2'b00;
                  stato_prossimo = 3'b001;
                end
              end
            3'b010:  
              if(inizia) begin
                manche = 2'b00;
                partita = 2'b00;
                stato_prossimo = 3'b000;
              end else if(forza_fine || (terminabile && vantaggio_mag_2_2)) begin
                manche = vincitore_prec;
                partita = 2'b10;
                stato_prossimo = 3'b100;
              end else begin
                if(mosse_valide) begin
                   if(primo == 2'b01 && secondo == 2'b11 || 
                   		primo == 2'b10 && secondo == 2'b01 || 
                   		primo == 2'b11 && secondo == 2'b10) begin
                    	manche = 2'b01;            
                    	partita = 2'b00;          
                     if(vantaggio_mag_2_2) begin
                       stato_prossimo = stato;  
                     end else begin
                       stato_prossimo <= 3'b011;  
                     end
                	end else if(secondo == 2'b01 && primo == 2'b11 || 
                        secondo == 2'b10 && primo == 2'b01 || 
                        secondo == 2'b11 && primo == 2'b10) begin
                    	manche <= 2'b10;           
                   	 	partita <= 2'b00;          
                    	stato_prossimo <= 3'b010;  
                	end else if(primo == 2'b00 || secondo == 2'b00) begin
                    	manche <= 2'b00;         
                    	partita <= 2'b00;        
                    	stato_prossimo <= 3'b010; 
                	end else begin
                    	manche <= 2'b11;          
                    	partita <= 2'b00;         
                    	stato_prossimo <= 3'b010;  
                	end
                end else begin
                  manche = 2'b00;
                  partita = 2'b00;
                  stato_prossimo = 3'b010;
                end
              end
            3'b011:  
              if(inizia) begin
              end else if(forza_fine) begin
                partita = 2'b11;
                stato_prossimo = 3'b100;
              end else begin
                if(mosse_valide) begin
                   if(primo == 2'b01 && secondo == 2'b11 || 
                   		primo == 2'b10 && secondo == 2'b01 || 
                   		primo == 2'b11 && secondo == 2'b10) begin
                    	manche = 2'b01;              
                    	partita = 2'b00;             
                    	stato_prossimo = 3'b001;     
                	end else if(secondo == 2'b01 && primo == 2'b11 || 
                        secondo == 2'b10 && primo == 2'b01 || 
                        secondo == 2'b11 && primo == 2'b10) begin
                    	manche = 2'b10;             
                    	partita = 2'b00;            
                    	stato_prossimo = 3'b010;    
                	end else if(primo == 2'b00 || secondo == 2'b00) begin
                    	manche = 2'b00;
                    	partita = 2'b00;          
                    	stato_prossimo = 3'b011;
                	end else begin
                    	manche = 2'b11;           
                    	partita = 2'b00;          
                    	stato_prossimo = 3'b011;  
                	end
                end else begin
                  manche = 2'b00;
                  partita = 2'b00;
                  stato_prossimo = 3'b011;
                end
              end
            3'b100:  
              	stato_prossimo = 3'b100;
        endcase
    end
  always @(manche) begin : DATAPATH_USCITE
        vincitore_prec = manche;  
        case (manche)
          	2'b00,2'b11:
                 mossa_prec = 2'b00;
            2'b01:
          		mossa_prec = primo;
            2'b10:
          		mossa_prec = secondo;
        endcase
        case(manche)
          2'b01:
            count1 = count1 + 1;
          2'b10:
            count2 = count2 + 1;
        endcase
    	case(manche)
      		2'b01, 2'b10, 2'b11:
        	count_manche = count_manche + 1;
    	endcase
    end
endmodule
```
**/design/flow/constraint.sdc**
```tcl
current_design MorraCinese

set clk_period 1.0
set clk_io_pct 0.2

create_clock -name clk0 -period $clk_period [get_ports {clk}]

set non_clock_inputs [all_inputs -no_clocks]
set_input_delay [expr $clk_period * $clk_io_pct] -clock clk0 $non_clock_inputs
set_output_delay [expr $clk_period * $clk_io_pct] -clock clk0 [all_outputs]
```
==> impl_metrics.ini <==
; physical design summary
[worst_setup_path]
cp_data_arrival_time_ns = 0.76
start_kind = register
path_max_fanout = 2
crit_required_ns = 0.80
critPathMaxStageDelay_ns = 0.31
cpLargestDelayFamily = flip-flops
cp-end-kind = output port
cpMaxStageDelayCell = dfxtp_2
worstPathCellList = dlygate4sd2_1
crit_type = reg2out
critPathBufInv = 1

[sta]
setup_violations = 0
finalHoldViolations = 0
finalMaxSlewViolations = 0
untimed_endpoints = 5
finalCriticalPeriod_ns = 0.963
hold_ws_ns = 0.692
fin_setup_tns_ns = 0
fmax_ghz = 1.04
finalCritPeriodShare = 0.963
unclocked_pins = 3
rsz0062_at_grt = false

[die]
die_y_microns = 80
chip_area_sq_um = 6400
num_rows = 21
coreArea_sq_um = 3420
die_w_microns = 80
fp_util = 0.0630
pin_count = 14

[detailed_routing]
diodes = 0
dr_total_vias = 138
drt-vias-per-instance = 1.79
post_drt_wl_per_cell_microns = 5.57
drc_errors = 0
first_pass_iters = 2
drtAntennaViolNets = 0
routed_wl_microns = 429
first_iter_violations = 3

[layout]
stdcell_area_sq_um = 343
area_delta_synth_final_pct = 59.3
nFillCells = 403
final_common_cell = inv_1
drive_gt1_frac = 0.387

[clock_tree]
cts_buffers = 3
cts_max_level = 1
root_buffer = clkbuf_4
clk_path_buf_depth = 2
cts_hold_buf = 0
path_clk_slew_ns = 0.03
cts_tree = done

[grt]
grt_start_max_net_pins = 5
grt_pass1_vias = 143
track_usage = 0.0130
antenna_found_initial = 0
grt_remaining_overflow = 0
grt_pass1_wl_microns = 621

[synthesis]
syn-cell-area_sq_um = 215
ys_ff = 5
yosysWarnings = 70
top_cell_area_share = 0.209
ys_cells = 22
yosys-stat-area_sq_um = 215
synth.largest_area_cell = dlxtn_1
post_synth_num_cell_types = 9
avgSynthCellArea_sq_um = 9.78
syn_inst = 22
netlist_top_cells_area = dlxtn_1, dfxtp_1, buf_4, ha_1, and2b_2

[worst_hold_path]
min_path_type = in2reg
whs_endpoint = stato[1]
holdCritStartpoint = inizia
hold_depth = 2

[flow_run]
warnings = 31
drv_cap = 0

[pwr]
p_per_area_nw_per_um2 = 895
power_uw = 307
leakage_uw = 0.000169
ir_worst_vdd_uv = 112

[placed_design]
placed_area_sq_um = 318
hpwl_microns = 352
port_buffers = 6
gp_congestion = 0.686

[run_status]
status = completed
[cell usage after synthesis]
| library cell | instances |
|---|---|
| inv_1 | 4 |
| mux2i_1 | 1 |
| a21o_2 | 1 |
| conb_1 | 1 |
| dfxtp_1 | 2 |
| dlxtn_1 | 3 |
| and2b_2 | 2 |
| buf_4 | 5 |
| ha_1 | 3 |
[layer usage]
layer  GRT usage  share of wire
met5           0              0
met4     0.00880          0.044
met3      0.0136           0.18
met2      0.0112           0.25
met1      0.0166           0.52
[power by group]
| part | total [uW] | internal (uW) | switching, uW |
|---|---|---|---|
| clock | 179 | 132 | 46.6 |
| sequential | 92.4 | 90.7 | 1.72 |
| combinational | 35.5 | 22.5 | 13.0 |
| total | 307 | 246 | 61.4 |
[how the worst max path moves through the flow]
stage	from	endpoint	slack, ns	cells past startpoint
4_1_cts	stato[1]	stato[0]	0.02	1
6_report	stato[1]	stato[0]	0.04	1
5_1_grt	stato[1]	stato[0]	0.007	1
[final cells by class]
class / instances / area [sq um] / share of cell area
repair buffers: 9 / 75.1 / 0.219
clock buffers: 3 / 22.5 / 0.0657
flip-flops and latches: 5 / 87.6 / 0.255
multi-input cells: 10 / 85.1 / 0.248
well taps: 46 / 57.6 / 0.168
inverters: 4 / 15.0 / 0.0438
[flip-flops by register name, indices dropped and copies added (netlist names)]
signal	flops
partita	1
stato	2
stato_prossimo	2
[stage by stage]
| stage | std cells | worst slack, ns | utilization |
|---|---|---|---|
| 2_1_floorplan | 24 | 0.353 | - |
| 4_1_cts | 77 | 0.0195 | 0.100 |
| 3_3_place_gp | 73 | -0.0577 | 0.0930 |
| 5_1_grt | 77 | 0.00742 | 0.100 |
| 3_5_place_dp | 73 | -0.0645 | 0.0930 |
| 6_report | 77 | 0.0374 | 0.100 |
[cell families after synthesis]
group,Yosys count,synth area share
latches,3,0.209
simple gates,2,0.0814
compound gates,1,0.0407
fa+ha+maj,3,0.174
other cells,1,0.0174
flops,2,0.186
mux,1,0.0465
buf+inv,9,0.244
[timing repair]
action                     in CTS  in global routing
hold endpoints to repair        0                  0
gates resized                   7                  0
buffers inserted                1                  0
setup endpoints to repair       3                  0
